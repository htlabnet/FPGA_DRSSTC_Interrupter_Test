<file path="flow/design.v">
module button_debouncer	(
							clk,
							rst_n,
							data_in,
							data_out			
						);
input						clk;
input						rst_n;
input						data_in;
output						data_out;
parameter	preset_val 	= 0;
parameter 	counter_max = 100000; 
reg						data_out;									
reg						data_in_0;	
reg						data_in_1;
reg						data_in_2;
reg						data_in_3;
reg			[20:0]		counter;
always	@(posedge clk or negedge rst_n)
begin
	if	(!rst_n)
	begin
		data_out		<=	preset_val;
		counter			<=	counter_max;
		data_in_0		<=	0;
		data_in_1		<=	0;
		data_in_2		<=	0;
		data_in_3		<=	0;			
	end else begin
		if	(counter == 0) 
		begin
			data_out	<=	data_in_3;
			counter		<=	counter_max;
		end else begin
			counter		<=	counter - 1;
		end
		data_in_0	<=	data_in;	
		data_in_1	<=	data_in_0;
		data_in_2	<=	data_in_1;
		data_in_3	<=	data_in_2;
	end
end
endmodule
module SEG7_LUT	(oSEG,oSEG_DP,iDIG	);
input	[3:0]	iDIG;
output	[6:0]	oSEG;
output			oSEG_DP;
reg		[6:0]	oSEG;
reg				oSEG_DP;
always @(iDIG)
begin
		case(iDIG)
		4'h1: oSEG = 7'b1111001;	 
		4'h2: oSEG = 7'b0100100; 	 
		4'h3: oSEG = 7'b0110000; 	 
		4'h4: oSEG = 7'b0011001; 	 
		4'h5: oSEG = 7'b0010010; 	 
		4'h6: oSEG = 7'b0000010; 	 
		4'h7: oSEG = 7'b1111000; 	 
		4'h8: oSEG = 7'b0000000; 	 
		4'h9: oSEG = 7'b0011000; 	 
		4'ha: oSEG = 7'b0001000;
		4'hb: oSEG = 7'b0000011;
		4'hc: oSEG = 7'b1000110;
		4'hd: oSEG = 7'b0100001;
		4'he: oSEG = 7'b0000110;
		4'hf: oSEG = 7'b0001110;
		4'h0: oSEG = 7'b1000000;
		endcase
end
always @(iDIG)
begin
		case(iDIG)
		4'h1: oSEG_DP = 1'b0;
		4'h2: oSEG_DP = 1'b1;
		4'h3: oSEG_DP = 1'b0;
		4'h4: oSEG_DP = 1'b1;
		4'h5: oSEG_DP = 1'b0;
		4'h6: oSEG_DP = 1'b1;
		4'h7: oSEG_DP = 1'b0;
		4'h8: oSEG_DP = 1'b1;
		4'h9: oSEG_DP = 1'b0;
		4'ha: oSEG_DP = 1'b1;
		4'hb: oSEG_DP = 1'b0;
		4'hc: oSEG_DP = 1'b1;
		4'hd: oSEG_DP = 1'b0;
		4'he: oSEG_DP = 1'b1;
		4'hf: oSEG_DP = 1'b0;
		4'h0: oSEG_DP = 1'b1;
		endcase
end
endmodule
module de0_debounce_cnt
	(
		CLOCK_50,						 
		CLOCK_50_2,						 
		ORG_BUTTON,						 
		SW,								 
		HEX0_D,							 
		HEX0_DP,						 
		HEX1_D,							 
		HEX1_DP,						 
		HEX2_D,							 
		HEX2_DP,						 
		HEX3_D,							 
		HEX3_DP,						 
		LEDG,							 
		UART_TXD,						 
		UART_RXD,						 
		UART_CTS,						 
		UART_RTS,						 
		DRAM_DQ,						 
		DRAM_ADDR,						 
		DRAM_LDQM,						 
		DRAM_UDQM,						 
		DRAM_WE_N,						 
		DRAM_CAS_N,						 
		DRAM_RAS_N,						 
		DRAM_CS_N,						 
		DRAM_BA_0,						 
		DRAM_BA_1,						 
		DRAM_CLK,						 
		DRAM_CKE,						 
		FL_DQ,							 
		FL_DQ15_AM1,					 
		FL_ADDR,						 
		FL_WE_N,						 
		FL_RST_N,						 
		FL_OE_N,						 
		FL_CE_N,						 
		FL_WP_N,						 
		FL_BYTE_N,						 
		FL_RY,							 
		LCD_BLON,						 
		LCD_RW,							 
		LCD_EN,							 
		LCD_RS,							 
		LCD_DATA,						 
		SD_DAT0,						 
		SD_DAT3,						 
		SD_CMD,							 
		SD_CLK,							 
		SD_WP_N,						 
		PS2_KBDAT,						 
		PS2_KBCLK,						 
		PS2_MSDAT,						 
		PS2_MSCLK,						 
		VGA_HS,							 
		VGA_VS,							 
		VGA_R,   						 
		VGA_G,	 						 
		VGA_B,  						 
		GPIO0_CLKIN,					 
		GPIO0_CLKOUT,					 
		GPIO0_D,						 
		GPIO1_CLKIN,					 
		GPIO1_CLKOUT,					 
		GPIO1_D							 
	);
input			CLOCK_50;				 
input			CLOCK_50_2;				 
input	[2:0]	ORG_BUTTON;				 
input	[9:0]	SW;						 
output	[6:0]	HEX0_D;					 
output			HEX0_DP;				 
output	[6:0]	HEX1_D;					 
output			HEX1_DP;				 
output	[6:0]	HEX2_D;					 
output			HEX2_DP;				 
output	[6:0]	HEX3_D;					 
output			HEX3_DP;				 
output	[9:0]	LEDG;					 
output			UART_TXD;				 
input			UART_RXD;				 
output			UART_CTS;				 
input			UART_RTS;				 
inout	[15:0]	DRAM_DQ;				 
output	[12:0]	DRAM_ADDR;				 
output			DRAM_LDQM;				 
output			DRAM_UDQM;				 
output			DRAM_WE_N;				 
output			DRAM_CAS_N;				 
output			DRAM_RAS_N;				 
output			DRAM_CS_N;				 
output			DRAM_BA_0;				 
output			DRAM_BA_1;				 
output			DRAM_CLK;				 
output			DRAM_CKE;				 
inout	[14:0]	FL_DQ;					 
inout			FL_DQ15_AM1;			 
output	[21:0]	FL_ADDR;				 
output			FL_WE_N;				 
output			FL_RST_N;				 
output			FL_OE_N;				 
output			FL_CE_N;				 
output			FL_WP_N;				 
output			FL_BYTE_N;				 
input			FL_RY;					 
inout	[7:0]	LCD_DATA;				 
output			LCD_BLON;				 
output			LCD_RW;					 
output			LCD_EN;					 
output			LCD_RS;					 
inout			SD_DAT0;				 
inout			SD_DAT3;				 
inout			SD_CMD;					 
output			SD_CLK;					 
input			SD_WP_N;				 
inout		 	PS2_KBDAT;				 
inout			PS2_KBCLK;				 
inout		 	PS2_MSDAT;				 
inout			PS2_MSCLK;				 
output			VGA_HS;					 
output			VGA_VS;					 
output	[3:0]	VGA_R;   				 
output	[3:0]	VGA_G;	 				 
output	[3:0]	VGA_B;   				 
input	[1:0]	GPIO0_CLKIN;			 
output	[1:0]	GPIO0_CLKOUT;			 
inout	[31:0]	GPIO0_D;				 
input	[1:0]	GPIO1_CLKIN;			 
output	[1:0]	GPIO1_CLKOUT;			 
inout	[31:0]	GPIO1_D;				 
wire	[2:0]	ORG_BUTTON;         		 
wire            reset_n;        		 
wire            BUTTON[0:2];		 
wire    		counter_1;      		 
wire    		counter_2;      		 
wire    [3:0]   iDIG_2;
wire    [3:0]   iDIG_3;
reg    [3:0] 	iDIG_0;        			 
reg    [3:0] 	iDIG_1;         		 
reg       		out_BUTTON_1;   		 
reg       		out_BUTTON_2;   		 
button_debouncer	button_debouncer_inst0(
	.clk     (CLOCK_50),
	.rst_n   (1'b1),
	.data_in (ORG_BUTTON[0]),
	.data_out(BUTTON[0])			
	);
button_debouncer	button_debouncer_inst1(
	.clk     (CLOCK_50),
	.rst_n   (1'b1),
	.data_in (ORG_BUTTON[1]),
	.data_out(BUTTON[1])			
	);
button_debouncer	button_debouncer_inst2(
	.clk     (CLOCK_50),
	.rst_n   (1'b1),
	.data_in (ORG_BUTTON[2]),
	.data_out(BUTTON[2])			
	);
SEG7_LUT	SEG0(
				 .oSEG   (HEX0_D),
				 .oSEG_DP(),
				 .iDIG   (iDIG_0)
				 );
SEG7_LUT	SEG1(
				 .oSEG   (HEX1_D),
				 .oSEG_DP(),
				 .iDIG   (iDIG_1)
				 );
SEG7_LUT	SEG2(
				 .oSEG   (HEX2_D),
				 .oSEG_DP(),
				 .iDIG   (iDIG_2)
				 );
SEG7_LUT	SEG3(
				 .oSEG   (HEX3_D),
				 .oSEG_DP(),
				 .iDIG   (iDIG_3)
				 );
assign iDIG_2    = 4'd0;
assign iDIG_3    = 4'd0;
assign reset_n   = BUTTON[0]; 			 		 
assign counter_1 = ((BUTTON[1] == 0) && (out_BUTTON_1 == 1)) ?1:0;
assign counter_2 = ((BUTTON[2] == 0) && (out_BUTTON_2 == 1)) ?1:0;
always @ (posedge CLOCK_50 )
	begin
		out_BUTTON_1 <= BUTTON[1];
		out_BUTTON_2 <= BUTTON[2];
	end
always @ (posedge CLOCK_50 or negedge reset_n)
	begin
		if(!reset_n)
			begin
				iDIG_0  <= 0;
				iDIG_1  <= 0;
			end
		else begin
				if(counter_1)
					begin
						if(iDIG_0 >= 4'd15)
							begin
								iDIG_0 <= 4'd0;
								iDIG_1 <= iDIG_1 + 1'd1;
					        end
					    else begin
								iDIG_0 <= iDIG_0 +1'd1;
					         end
					end
				else if(counter_2)
					 begin
						if(iDIG_0 < 1)
							begin
								iDIG_0 <= 4'd15;
								iDIG_1 <= iDIG_1 - 1'd1;
					        end
						else if(iDIG_1 == 0 && iDIG_0 == 0 )
								begin
									iDIG_0 <= 4'd15;
								end
					    else begin
								iDIG_0 <= iDIG_0 - 1'd1;
					         end
					 end
				else begin
						iDIG_0 <= iDIG_0;
						iDIG_1 <= iDIG_1;
					 end
		     end
	end
endmodule
</file>
<file path="flow/run.sh">
#!/bin/bash
# OpenROAD 26Q1-2900-gdf79404cd8, Yosys 0.63+post, stock flow scripts
make -C /OpenROAD-flow-scripts/flow DESIGN_CONFIG=/design/flow/config.mk WORK_HOME=/design/flow/orfs finish
</file>
<file path="flow/config.mk">
export PLATFORM = sky130hd
export DESIGN_NAME = de0_debounce_cnt
export DESIGN_NICKNAME = de0_debounce_cnt
export VERILOG_FILES = /design/flow/design.v
export SDC_FILE = /design/flow/constraint.sdc
export NUM_CORES = 4
export LEC_CHECK = 1
export CORE_AREA = 10 10 169 169
export DIE_AREA = 0 0 179 179
</file>
<file path="flow/constraint.sdc">
current_design de0_debounce_cnt

set clk_period 3.0
set clk_io_pct 0.2

create_clock -name clk0 -period $clk_period [get_ports {CLOCK_50}]

set non_clock_inputs [all_inputs -no_clocks]
set_input_delay [expr $clk_period * $clk_io_pct] -clock clk0 $non_clock_inputs
set_output_delay [expr $clk_period * $clk_io_pct] -clock clk0 [all_outputs]
</file>
==> ci_impl_report.md <==
### Yosys + OpenROAD results

| Metric | Value |
|---|---|
| Routed WL per cell | `9.50 um` |
| Synth Register Bits | `88` |
| P_sw | `0.440 mW` |
| Die area | `0.0320 sq mm` |
| Detailed-route via count | `3243` |
| Met3 usage | `0.0111` |
| Clock power share | `0.463` |
| Cts-stage hold buffer count | `0` |
| Ports | `252` |
| Grt ovf | `0` |
| Crit path max fanout | `8` |
| Clock slew at reported path FFs | `0.06 ns` |
| Final Hold Vio Count | `0` |
| Met1 GRT Util | `0.0725` |
| Worst path bufs/invs | `2` |
| Worst EP arrival | `2.24 ns` |
| Crit end category | `output port` |
| Number of max-slew violations in the final report | `0` |
| Clock Skew | `0.00627 ns` |
| Count of tool warnings | `162` |
| Core box area | `0.0250 sq mm` |
| Global-route wire length before repair | `14000 um` |
| Clk sink count | `88` |
| Layout Area Growth over Synthesis | `8.73%` |
| Die Y | `179 um` |
| Late-Pin Clk Latency | `0.33 ns` |
| CTS tree | `done` |
| Min-Delay Path Class | `flip-flop to asynchronous set/reset pin` |
| Initial DRC count | `111` |
| Fmax achieved | `352 MHz` |
| Met2 Use GR | `0.0782` |
| Worst slew margin relative to its limit | `0.566` |
| Area figure in the yosys stat output | `0.00490 sq mm` |
| Std-Cell Rows | `58` |
| Syn_area_per_cell | `8.96 sq um` |
| CP cell instances | `inv_1, ha_1, nor2b_1, or3b_2, o31ai_1, clkdlybuf4s50_1` |
| Delay-heaviest family, CP | `buffers and inverters` |
| Yosys warnings | `93` |
| Final Setup Violations | `0` |
| Unique cell types | `58` |
| Htree depth | `3` |
| Reg power frac | `0.531` |
| Synth Flop Type | `dfxtp_1` |
| Die X | `179 um` |
| Cell-internal power | `1.79 mW` |
| Residual DRC | `0` |
| Final antenna-violating net count | `0` |
| R2R Setup Slk | `0.76 ns` |
| DP HPWL | `6290 um` |
| ANT cells | `0` |
| Post-synth EDFFs | `3` |
| Clock Tree Root | `clkbuf_16` |
| Initial antenna violation count | `1` |
| Global placer's final weighted congestion | `0.810` |
| Least-Margin Pin Slew | `0.646 ns` |
| Max-Cap Viols | `0` |
| Yosys cell count | `547` |
| CTS buffer count | `9` |
| Final Cell Area | `0.00533 sq mm` |
| Slowest stage delay, CP | `0.50 ns` |
| Crit path time final | `2.84 ns` |
| CP Class | `flip-flop to output port` |
| Floorplan utilization | `0.196` |
| Sw Share | `0.197` |
| Required time of the critical path | `2.40 ns` |
| Pwr dens | `419 mW/mm^2` |
| Endpoints left unconstrained | `111` |
| Synth async-reset ratio | `0.0909` |
| Cell Area, Synth | `0.00490 sq mm` |
| Final wirelength | `8500 um` |
| Vias in the first global route | `3039` |
| Global routing's busiest layer | `met2` |
| Slowest cell on crit path | `clkdlybuf4s50_1` |
| Post-synth seq share | `0.374` |
| RSZ-0062 raised after global routing | `false` |
| First-pass DRT Iterations | `4` |
| Most frequent logic cell in the layout | `conb_1` |
| Status | `complete, no violations` |
| Via density | `3.62` |
| Hold_ws | `0.147 ns` |
| CP startpoint kind | `flip-flop` |
| Leakage power | `2.23 nW` |
| Peak supply drop | `295 uV` |
| Largest net degree at the start of global routing | `20` |
| Longest Clk Path Bufs | `2` |
| Syn Inst Count | `547` |
| Layout cell share with drive strength beyond 1 | `0.0832` |
| Tcrit/Tclk final | `0.946` |
| Buffers added on ports | `17` |
| Top cells excl fill/tap | `conb_1 (104), dfxtp_1 (77), nor2_1 (61), nand2_1 (31), xor2_1 (25)` |
| TNS Setup | `0 ns` |
| Dpl cell area | `0.00504 sq mm` |
| Total track usage | `0.0504` |
| Logic pwr share | `0.006` |
[synth_stat cells, types with 4 or more instances]
cell	n	area (sq um)
buf_4	104	781
dfxtp_1	77	1540
nor2_1	61	229
nand2_1	31	116
xor2_1	25	219
a21oi_1	18	90.1
inv_1	17	63.8
ha_1	15	188
nand3_1	14	70.1
o21ai_0	14	70.1
xnor2_1	14	123
clkbuf_1	13	48.8
nor3_1	12	60.1
nand4_1	10	62.6
o31ai_1	9	67.6
or3_1	9	56.3
dfrtp_1	8	200
mux2_2	7	78.8
nor2b_1	7	43.8
nand4b_1	6	52.6
a31oi_1	4	25.0
mux2i_1	4	40.0
nand3b_1	4	30.0
nor4_1	4	25.0
nor4_4	4	85.1
or4_1	4	30.0
[power by group through the flow]
stage / combinational, mW / clock (mW) / sequential (mW)
after CTS: 0.0171 / 1.07 / 1.19
after global routing: 0.0206 / 1.13 / 1.19
final: 0.0130 / 1.03 / 1.19
[layer usage]
metal / wire length [um] / share of wire / vias to the layer above
met4: 119 / 0.014 / 2
met5: 13 / 0.0015 / -
met2: 3780 / 0.44 / 81
met3: 381 / 0.045 / 11
met1: 4200 / 0.49 / 1462
li1: - / - / 1687
[worst paths after layout]
path | depth (start not counted) | startpoint | end
min in group clk0 | 0 | button_debouncer_inst1.data_in_0 | button_debouncer_inst1.data_in_1
max in group asynchronous | 0 | button_debouncer_inst0.data_out | iDIG_1[0]
worst max register to register | 7 | button_debouncer_inst1.data_out | iDIG_1[3]
worst max-delay path | 6 | iDIG_1[1] | HEX1_D[0]
worst min-delay path | 0 | button_debouncer_inst0.data_out | iDIG_0[3]
worst min register to register | 0 | button_debouncer_inst0.data_out | iDIG_0[3]
[worst reg2reg max path, delay by kind of cell (launching register included)]
family	cells	cell delay, ns
buffers and inverters	1	0.28
AND/OR/NAND/NOR	1	0.44
AND-OR/OR-AND	2	0.33
XOR/XNOR	1	0.17
flip-flops	1	0.38
adder cells (fa/ha/maj)	1	0.33
multiplexers	1	0.23
[sequential cells by signal, summed over array words and instances (netlist names), 4 cells and up]
signal	count
button_debouncer_inst2.counter	21
button_debouncer_inst0.counter	21
iDIG_0	4
iDIG_1	4
button_debouncer_inst1.counter	21
[layout make-up]
type / count / area, sq um
fillers: 2686 / 19700
multi-input cells: 422 / 2530
flip-flops and latches: 88 / 1830
well taps: 330 / 413
clock buffers: 12 / 256
repair buffers: 21 / 200
inverters: 18 / 67.6
clock inverters: 4 / 28.8
[through the flow]
stage | util | power (mW) | std cells | setup slack [ns]
finish | 0.213 | 2.23 | 895 | 0.161
global route | 0.213 | 2.33 | 895 | 0.0342
CTS | 0.213 | 2.28 | 895 | 0.0928
detailed placement | 0.201 | 1.23 | 879 | 0.463
global placement | 0.201 | 1.23 | 879 | 0.468
floorplan | - | 1.31 | 649 | 0.971
[logic make-up after synthesis]
logic type | after synthesis | synth area share
and+or+nand+nor | 188 | 0.218
buffers and inverters | 139 | 0.188
DFF | 88 | 0.374
AOI/OAI and AO/OA | 64 | 0.0824
xor gates and xnor gates | 39 | 0.0697
adders and majority gates | 16 | 0.0424
muxes | 11 | 0.0242
other | 2 | 0.00153
[repair_timing]
action                                  in CTS  in global routing
endpoints found under the setup margin       0                  1
setup buffers                                0                  0
endpoints found under the hold margin        0                  0
resized                                      0                  2
Power is estimated from default activity; no workload was simulated.
